==> flow/design.v <==
module myHA(input A, B, output S, Co);
assign S = A^B;
assign Co = A&B;
endmodule
module myFA(input A, B, Ci, output S, Co);
assign S = A^B^Ci;
assign Co = (A&B) | ((A^B)&Ci);
endmodule
module myCLA #(parameter N=4)(input [N-1:0] A,B,input Ci, output [N-1:0] S, output Co);
wire [N-2:0] Couts;
wire [N-1:0] Cg,Cp;
assign Cg = A&B;		 
assign Cp = A|B;		 
assign Couts[0] = Cg[0] | (Cp[0]&Ci);
assign Co       = Cg[N-1] | (Cp[N-1]&Couts[N-2]);
assign S[0]     = A[0]^B[0]^Ci;
genvar i;
generate
	for(i=1;i<N-1;i=i+1)
	begin: CoutsLoop
		assign Couts[i] = Cg[i] | (Cp[i]&Couts[i-1]);
	end
	for(i=1;i<N;i=i+1)
	begin: SLoop
		assign S[i] = A[i]^B[i]^Couts[i-1];
	end
endgenerate
endmodule
module mymult(input [3:0] A,B, output [7:0] out);
wire[16:0] temp;
wire[16:0] prod;
assign prod[0] = B[0]&A[0];
assign prod[1] = B[0]&A[1];
assign prod[2] = B[0]&A[2];
assign prod[3] = B[0]&A[3];
assign prod[4] = B[1]&A[0];
assign prod[5] = B[1]&A[1];
assign prod[6] = B[1]&A[2];
assign prod[7] = B[1]&A[3];
assign prod[8] = B[2]&A[0];
assign prod[9] = B[2]&A[1];
assign prod[10] = B[2]&A[2];
assign prod[11] = B[2]&A[3];
assign prod[12] = B[3]&A[0];
assign prod[13] = B[3]&A[1];
assign prod[14] = B[3]&A[2];
assign prod[15] = B[3]&A[3];
assign out[0] = A[0]&B[0];
myHA myHA0(.A(prod[1]),.B(prod[4]),.S(out[1]),.Co(temp[0]));
myFA myFA0(.A(prod[2]),.B(prod[5]),.Ci(prod[8]),.S(temp[1]),.Co(temp[2]));
myHA myHA1(.A(temp[0]),.B(temp[1]),.S(out[2]),.Co(temp[7]));
myFA myFA1(.A(prod[3]),.B(prod[6]),.Ci(prod[9]),.S(temp[3]),.Co(temp[4]));
myHA myHA2(.A(prod[7]),.B(prod[10]),.S(temp[5]),.Co(temp[6]));
myFA myFA2(.A(temp[3]),.B(prod[12]),.Ci(temp[2]),.S(temp[8]),.Co(temp[9]));
myFA myFA3(.A(temp[5]),.B(prod[13]),.Ci(temp[4]),.S(temp[10]),.Co(temp[11]));
myFA myFA4(.A(prod[11]),.B(prod[14]),.Ci(temp[6]),.S(temp[12]),.Co(temp[13]));
myCLA #(.N(4)) myCLA0(.A({prod[15],temp[12],temp[10],temp[8]}),.B({temp[13],temp[11],temp[9],temp[7]}),.Ci(1'b0),.S({out[6],out[5],out[4],out[3]}),.Co(out[7]));
endmodule
==> flow/run.sh <==
#!/bin/bash
# OpenROAD 26Q1-2900-gdf79404cd8, Yosys 0.63+post, stock flow scripts
make -C /OpenROAD-flow-scripts/flow DESIGN_CONFIG=/design/flow/config.mk WORK_HOME=/design/flow/orfs finish
==> flow/config.mk <==
export PLATFORM = sky130hd
export DESIGN_NAME = mymult
export DESIGN_NICKNAME = mymult
export VERILOG_FILES = /design/flow/design.v
export SDC_FILE = /design/flow/constraint.sdc
export NUM_CORES = 4
export LEC_CHECK = 1
export CORE_AREA = 10 10 70 70
export DIE_AREA = 0 0 80 80
==> flow/constraint.sdc <==
current_design mymult

set clk_period 3.2
set clk_io_pct 0.2

create_clock -name clk0 -period $clk_period

set non_clock_inputs [all_inputs -no_clocks]
set_input_delay [expr $clk_period * $clk_io_pct] -clock clk0 $non_clock_inputs
set_output_delay [expr $clk_period * $clk_io_pct] -clock clk0 [all_outputs]
==> results.cfg <==
; implementation run metrics
[run_status]
status = finished with violations
violations = setup timing

[yosys]
fa_ha_area_frac = 0.6316
yosys-stat-cells = 33
syn_area_per_cell_sq_um = 10.09
syn-cell-area_sq_um = 332.8
synth_cell_types = 6
top_cells_by_area = fa_1 (48%), and2_1 (24%), ha_1 (15%)
most_common_cell = and2_1
logic_family = adder cells
yosys_warnings = 0
yosys-top-cells-count = and2_1 (13), fa_1 (8), ha_1 (4), buf_4 (3), nand2_1 (3)
simple_gate_area_frac = 0.2782
yosys_area_sq_um = 332.8
synthesis.instances = 33
synth-compound-area-share = 0
top_area_frac = 0.4812
ys_sh_mux = 0
top_area_cell = fa_1
yosysSeqAreaShare = 0
xor_share = 0

[place]
pre_cts_ws_ns = -1.638
numPlacedInstances = 94
gp_congestion = 0.7540
io_buffer_count = 16
dpl.hpwl_um = 788.5

[finish]
synthToLayoutAreaGrowth_pct = 72.93
final_core_util = 0.1685
flop-count = 0
stdcell_count = 94
flop_area_sq_um = 0
drive_gt1_frac = 0.4792
fillers = 394
nClkBuffers = 0

[run]
cap_violations = 0
warnings = 35

[drt]
antenna_cells = 0
drc_errors = 0
wl_um = 792
ant_nets = 0
vias = 268
firstDrtPassIters = 1
drt-vias-per-instance = 2.851
post_drt_wl_per_cell_um = 8.426
drt-initial-drc-count = 0

[sta]
maxSlewViolCount = 0
finalClockPeriodUsage = 1.222
finalWorstSetupSlack_ns = -0.7104
fin_crit_ns = 3.910
hold_viol = 0
setup_tns_ns = -1.609
setup_viol = 4
relSlewSlack = 0.9078
worst_slew_pin_slew_ns = 0.1381
max_freq_mhz = 255.7
grt_setup_unrepaired = yes

[global_routing]
grt_pass1_wl_mm = 1.248
track_usage = 0.02422
grt_start_max_net_pins = 5
grt_antenna_before_repair = 0
grt_pass1_vias = 248
gr-total-overflow = 0

[power]
power.density_mw_per_mm2 = 142.3
ir_drop_mv = 0.05443
p_leak_nw = 0.2678

[critical_path]
crit_fanout = 4
start_kind = input port
worst_ep_arrival_time_ns = 3.27
cp-end-kind = primary output
crit_type = in2out
required_ns = 2.56

[floorplanning]
die_w_um = 80
fp.dieArea_sq_mm = 0.006400
io_pins = 16
fp-row-count = 21
core_sq_mm = 0.003416
die_h_um = 80
fp-utilization = 0.09744

[hold_path]
hp-class = in2out

[cts]
post_cts_buffers = 0
==> logic make-up (layout without fill, tap and decap cells) <==
family                     after synthesis  count (layout)
buffers and inverters                    5              20
and+or+nand+nor                         16              16
adders and majority gates               12              12
==> worst paths after layout <==
check,startpoint,end,cells past startpoint
worst max-delay path,B[1],out[6],10
worst min-delay path,A[3],out[7],4
==> placed cells by master, fill, tap and decap left out <==
cell / netlist / routed
buf_2: 0 / 6
and2_1: 13 / 11
nand2_8: 0 / 1
dlygate4sd2_1: 0 / 1
dlymetal6s2s_1: 0 / 1
fa_1: 8 / 4
ha_1: 4 / 3
and2_4: 0 / 2
buf_8: 0 / 4
buf_4: 3 / 3
nand2_4: 0 / 1
ha_2: 0 / 1
fa_2: 0 / 4
nand2_2: 0 / 1
inv_1: 2 / 2
clkdlybuf4s50_1: 0 / 3
==> area by class of cell <==
type                       instances  area (sq um)  share of cell area
tap                               46         57.56              0.1000
timing repair buffer              18         163.9              0.2848
inverter                           2         7.507             0.01304
multi-input combinational         28         346.6              0.6022
==> critical path: stages <==
cell and delay, ns:
buf_8 0.08, nand2_4 0.04, fa_1 0.52, inv_1 0.05, fa_1 0.44, ha_2 0.19
fa_2 0.33, fa_2 0.35, fa_2 0.54, buf_2 0.09
==> what timing repair did <==
action                                  in CTS  in global routing
hold buffers                                 0                  0
endpoints found under the setup margin       6                  4
pin swaps                                    9                  3
resized                                     61                  2
==> per-stage QoR <==
stage | hold slack (ns) | total power, W | instance area, sq um
CTS | 1.816 | 0.00008636 | 570.5
finish | 1.804 | 0.00008189 | 575.6
global route | 1.844 | 0.00009618 | 575.6
floorplan | 1.352 | 0.00003476 | 356.6
detailed placement | 2.426 | 0.00009554 | 566.8
global placement | 2.429 | 0.00009607 | 566.8
==> metal layers <==
layer,global-route usage,share of wire
met1,0.04257,0.57
met2,0.03050,0.39
met3,0.003409,0.038
met4,0,0
met5,0,0
==> where the power goes <==
group / internal (W) / switching (W)
Clock: 0 / 0
Combinational: 0.0000502 / 0.0000317
Sequential: 0 / 0
Power figures rest on the tool's default switching activity, not on a simulated workload.
